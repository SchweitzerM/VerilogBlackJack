File: flow/run.sh
#!/bin/bash
# OpenROAD 26Q1-2900-gdf79404cd8, Yosys 0.63+post, stock flow scripts
make -C /OpenROAD-flow-scripts/flow DESIGN_CONFIG=/design/flow/config.mk WORK_HOME=/design/flow/orfs finish
File: flow/config.mk
export PLATFORM = sky130hd
export DESIGN_NAME = adder
export DESIGN_NICKNAME = adder
export VERILOG_FILES = /design/flow/design.v
export SDC_FILE = /design/flow/constraint.sdc
export NUM_CORES = 4
export LEC_CHECK = 1
export CORE_AREA = 10 10 70 70
export DIE_AREA = 0 0 80 80
File: flow/constraint.sdc
current_design adder

set clk_period 2.1
set clk_io_pct 0.2

create_clock -name clk0 -period $clk_period

set non_clock_inputs [all_inputs -no_clocks]
set_input_delay [expr $clk_period * $clk_io_pct] -clock clk0 $non_clock_inputs
set_output_delay [expr $clk_period * $clk_io_pct] -clock clk0 [all_outputs]
File: flow/design.v
module adder(reg4,flipflop,sum,carryout);
	parameter n=5;
	input [n-1:0]reg4;
	input [n-1:0]flipflop;
	output reg [0:n-1]sum;
	output reg carryout;
	reg [n:0]C;
	integer k;
	always @(reg4 or flipflop)
	begin
		C[0]=0;
		for (k=0;k<=n-1;k=k+1)
		begin
			sum[k]=reg4[k]^flipflop[k]^C[k];
			C[k+1]=(reg4[k]&flipflop[k])|(C[k]&reg4[k])|(C[k]&flipflop[k]);
		end
		carryout=C[n];
	end
endmodule
==> results.txt <==
Update from the flow run.

The final max-slew violation count recorded for this run is 0. Per the synthesis report, the AND-OR/OR-AND share of the synthesized area is 0. The arrival time of data at the worst endpoint is listed as 2.29 ns. The cell area after placement is 352 um^2.

The first-pass GRT wire length is 862 um. In the hold timing report, the worst path depth is 4. The design draws 65.8 uW. The run finished, with violations left. Per the OpenROAD floorplan log, the area of the die is 6400 um^2.

The most frequent cell after synthesis is sky130_fd_sc_hd__inv_1. The area share of and/or/nand/nor cells after synthesis is 0. The vertical die dimension is 80 um. The number of sequential cells in the layout is 0.

After synthesis, the largest family of logic cells by area is adder cells. The worst hold endpoint is sum[2]. The library cell occupying the most area in the post-synthesis netlist is sky130_fd_sc_hd__fa_1.

The maximum frequency from static timing analysis is 369 MHz. Looking at the VDD voltage map, the peak drop is 28.2 uV. The total overflow reported by the global router is 0.

The finished layout holds 72 standard cells, fillers aside. Of the total synthesized cell area, the portion taken by full adders, half adders and majority gates is 0.831. The iteration tally of the first detailed-router pass is 1. Setup repair after global routing could not meet its margin everywhere. In the final layout, the share of cells above drive strength 1 is 0.577. Dividing the final minimum period by the clock period gives 1.29. STA classifies the critical path endpoint as a primary output. Summed over all failing endpoints, the final setup total negative slack is -1.23 ns. The slew at the pin closest to its max-slew limit is 0.107 ns. For this run, the register share of the synthesized area comes to 0. In this run the mean area of a mapped cell was 11.1 um^2. The startpoint identified for the worst hold timing path is flipflop[1]. The total DRC errors in the routed layout is 0. The final worst hold slack is 1.40 ns. Entering global routing, the biggest net connects 2 pins. The checks that failed: negative setup slack.

The gate-level netlist out of Yosys references 3 unique cell types. The area inside the core boundary is 3420 um^2. The post-route minimum period is 2.71 ns. The worst setup path is launched from an input port.

The filler cell count is 401. The warning tally printed by Yosys for this design is 1. The chip area estimate from yosys synthesis is 111 um^2.

Of the total synthesized cell area, the portion taken by XOR and XNOR cells is 0. In the final layout, flip-flops and latches occupy 0 um^2. The report shows a maximum critical-path fanout of 1.

By count the netlist is led by sky130_fd_sc_hd__inv_1 (5), sky130_fd_sc_hd__fa_1 (4), sky130_fd_sc_hd__ha_1 (1). The via count of the first global-routing pass is 146. The path category of the worst min-delay check is in -> out.

The headroom to the max-slew limit is 0.928. After routing the design area is 334 um^2. The initial antenna violation count came to 0. The count of input and output buffers is 16. The routed wirelength normalized by instance count is 7.76 um. The die span in x is 80 um. For this configuration, the core starts out at a cell density of 0.0326. The post-synthesis to final-layout area growth is 200%. The final worst setup slack is -0.611 ns. For reference, the top cells by area after synthesis are sky130_fd_sc_hd__fa_1 (72%), sky130_fd_sc_hd__inv_1 (17%), sky130_fd_sc_hd__ha_1 (11%). In this run, placement finished with an instance count of 72. In this run the tools logged warnings totalling 35. The number of cells in Yosys stat is 10. The instance count of the mapped netlist is 10.

The number of top-level pins is 16. Summing every instance area after synthesis gives 111 um^2. The post-CTS setup-driven buffer insertion count is 0. The total count of hold-check failures in the final report is 0. Per the detail_route report, vias per standard cell equal 1.74. The detailed router reported a total wirelength of 559 um. The static leakage is 0.130 nW. For this block, the initial DRC count from the detailed router was 0. The power density over the cells is 197 nW/um^2.

In this run, post-CTS hold repair placed 0 buffers. The weighted congestion reported at the end of routability-driven placement is 0.816. The count of max-cap constraint violations is 0. The share of synthesized area in the top cell type comes to 0.719.

At the worst endpoint, the required time is 1.68 ns. The class of the most critical setup path is in -> out. The report lists the number of standard-cell rows as 21. Summed over all routing layers, the global router reports a total usage of 0.0179.

The routed design ends up with an antenna cell count of 0. Detailed routing inserted a total of 125 vias. The antenna violation net count after detailed routing is 0.

The proportion of synthesized area in mux cells is 0. Clock buffers in the final layout number 0. Per the finish-stage timing summary, setup violations number 3.
through the flow:
stage / worst slack, ns / util
2_1_floorplan: -0.378 / -
3_3_place_gp: -1.41 / 0.103
3_5_place_dp: -1.44 / 0.103
4_1_cts: -0.726 / 0.0985
5_1_grt: -0.670 / 0.0978
6_report: -0.611 / 0.0978
report_power, final:
part,switching [mW],internal (mW)
combinational,0.0209,0.0449
clock,0,0
sequential,0,0
layer usage:
| metal | GRT usage | wire length [um] | part of all wire |
|---|---|---|---|
| met3 | 0.0170 | 156 | 0.28 |
| met1 | 0.0235 | 220 | 0.39 |
| met2 | 0.0217 | 182 | 0.33 |
| met5 | 0 | 0 | 0 |
| met4 | 0 | 0 | 0 |
layout make-up:
class              count  area, um^2  share of cell area
inverters              5        18.8              0.0562
multi-input cells      5         115               0.345
well taps             46        57.6               0.172
repair buffers        16         143               0.427
how the worst max path moves through the flow:
stage                  startpoint     end  depth (start not counted)
after CTS             flipflop[0]  sum[4]                          9
after global routing  flipflop[0]  sum[4]                          9
final                 flipflop[0]  sum[4]                          9
kinds of logic (layout without fill, tap and decap cells):
family,after synthesis,count (layout)
fa+ha+maj,5,5
buf+inv,5,21
timing repair:
item	in CTS	in global routing
resized	28	5
endpoints found under the setup margin	6	4
pin swaps	5	5
critical path, cell delays in order:
cell and delay [ns]:
sky130_fd_sc_hd__buf_8 0.10, sky130_fd_sc_hd__ha_4 0.14, sky130_fd_sc_hd__fa_2 0.33, sky130_fd_sc_hd__fa_2 0.34
sky130_fd_sc_hd__fa_2 0.34, sky130_fd_sc_hd__inv_2 0.06, sky130_fd_sc_hd__fa_2 0.42, sky130_fd_sc_hd__inv_1 0.06
sky130_fd_sc_hd__buf_2 0.08
placed cells by master (no fill, tap or decap):
cell type,n
sky130_fd_sc_hd__ha_4,1
sky130_fd_sc_hd__clkdlybuf4s50_1,8
sky130_fd_sc_hd__buf_6,2
sky130_fd_sc_hd__inv_2,2
sky130_fd_sc_hd__inv_1,3
sky130_fd_sc_hd__buf_2,3
sky130_fd_sc_hd__buf_8,1
sky130_fd_sc_hd__clkbuf_2,2
sky130_fd_sc_hd__fa_2,4
Power and IR drop assume default switching activity.
