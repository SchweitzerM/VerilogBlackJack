==> design/flow/design.v <==
module moore (Clock,Resetn,enter,userpass,change,z,storedpass,OPEN,ALARM,NEW);
	input Clock,Resetn,enter,change;
	input [3:0] userpass;
	output reg [3:0] storedpass;
	reg [3:0] def;
	output z;
	reg [2:0] y,Y;
	output reg ALARM,OPEN,NEW;
	parameter A=3'b000, B=3'b001, C=3'b010, D=3'b011, E=3'b100, F=3'b101, G=3'b110, H=3'b111;
	always@(enter,change)
		case(y)
			A: if (enter) 
					begin
						if(z)
							begin
								OPEN<=1;
								Y = C;
							end
						else 
							begin
								Y = B;
								ALARM<=0;
							end
					 end
				else if (change)
					begin
						Y=E;
					end
			B: if (enter) 
					begin
						if (z)
							begin 
								OPEN<=1;
								Y=C;
							end
						else
							begin
								Y=D;
								ALARM<=0;
							end
					end
			C:if (enter)  
						begin
							OPEN<=0;
						   Y=A;
						end
			D:  begin
					ALARM<=1;
					NEW<=0;
				end
			E: if (change) 
					begin
						if (z) 
							begin
								NEW<=1;
								Y=G;
							end
						else 					
							begin
								Y=F;
								NEW<=0;
							end;
					end
			F: if (change) 
					begin
						if (z) 
							begin
								NEW<=1;
								Y=G;
							end
						else 
							begin
								Y=D;
							end
					end
			G: begin
					if (change || enter) storedpass<=userpass;
				end
			H: if (Resetn==0)
							begin
								storedpass<=4'b0110;
								ALARM<=0;
								Y=A;
							end
		endcase
	always @(negedge Resetn, posedge Clock)
		begin
			if (Resetn==0) 
					begin
						y<=H;
					end
			else y<=Y;
		end
	assign z=(userpass==storedpass);
endmodule
==> design/flow/run.sh <==
#!/bin/bash
# OpenROAD 26Q1-2900-gdf79404cd8, Yosys 0.63+post, stock flow scripts
make -C /OpenROAD-flow-scripts/flow DESIGN_CONFIG=/design/flow/config.mk WORK_HOME=/design/flow/orfs finish
==> design/flow/config.mk <==
export PLATFORM = sky130hd
export DESIGN_NAME = moore
export DESIGN_NICKNAME = moore
export VERILOG_FILES = /design/flow/design.v
export SDC_FILE = /design/flow/constraint.sdc
export NUM_CORES = 4
export LEC_CHECK = 1
export CORE_AREA = 10 10 70 70
export DIE_AREA = 0 0 80 80
==> design/flow/constraint.sdc <==
current_design moore

set clk_period 1.6
set clk_io_pct 0.2

create_clock -name clk0 -period $clk_period [get_ports {Clock}]

set non_clock_inputs [all_inputs -no_clocks]
set_input_delay [expr $clk_period * $clk_io_pct] -clock clk0 $non_clock_inputs
set_output_delay [expr $clk_period * $clk_io_pct] -clock clk0 [all_outputs]
==> run summary <==
fresh numbers from the pnr run: clock share of power 36.3%, Peak Freq 660 MHz, Hold WC Path Type input pin to asynchronous set/reset pin, crit-path cells dlygate4sd2_1 -> xor2_2 -> nor4_4 -> buf_2, Routed WL per cell 9.96 um, Post-Place Worst Slack -0.568 ns, I/O Pins 16, Total Routed Length approximately 1.3 mm, Finished Layout Cells about 130, largest net degree at the start of global routing 16, CORE AREA roughly 0.0034 mm^2, CTS tree done, CTS Buffer Depth 2, Worst-Margin Slew 0.374 ns, Ys Warns 1, P_int ~0.00026 W, area growth from synthesis to layout 45.4%, Yosys Chip Area 532 um^2, Buffers on Ports 15, hpwl dp 1.00 mm, Slew Viols, Final 0, vias in the first global route 468, # Max-Cap Violations 0, Mapped Area 532 um^2, combinational share of power roughly 29%, RSZ-0062 raised after global routing no, hold_buf cts 0, Residual DRC 0, sequential share of power 34.9%, GRT overflow 0, full die area ~0.0064 mm^2, Req. time, crit path 1.28 ns, ys cells 66, setup TNS 0 ns, register pins left without a clock 10, Storage cell area 229 um^2, Synth cell types 24, clock slew at the register clock pins of the worst setup and hold paths 0.04 ns, Inst Count DP about 120, initial antenna violation count 0, Placer Congestion 0.793, crit start category input pin, most frequent cells in the layout dlxtn_1 (10), clkdlybuf4s50_1 (10), a21oi_1 (6), nor2_1 (6), nand2_1 (5), htree depth 1, Ant. Diodes 0, Setup WS post-layout 0.0849 ns, GRT Total Usage 4.02%, Synth Register Bits 13, Peak VDD IR 114 uV, Worst slew margin between 70% and 80%, FP Rows 21, cell count after synthesis approximately 66, via-per-instance ratio 3.91, CP Capture Type output pin, Crit path max-delay family buffers and inverters, Tcrit/Tclk final 94.7%, worst path bufs/invs 2, logic area 298 um^2, CP max stage cell nor4_4, CP Class input pin to output pin, floorplan core density 15.6%, CTS Buf Count 3, first-pass GRT wire length between 2 and 2.5 mm, CTS root buf clkbuf_4, vias post-DR 505, crit path time final 1.52 ns, CP Data Arrival Time 1.20 ns, Syn Area/Cell roughly 8 um^2, DIE HEIGHT 80 um, Leakage 0.319 nW, Net Sw Power 0.000108 W, Pre-antenna DRT Iters 4, fill count 378, DRT iter0 DRCs 41, Hold Violations, Final 0, endpoints left unconstrained 20, layout cells sized above 1 16.9%, tool warning count 25, switch share 29.1%, crit-path max FO 2, final-report setup violation count 0, die width 80 um, status complete, no violations, post-route antenna net violation count 0, Power Dens Cells 479 mW/mm^2, CP max stage delay 0.31 ns
[metal layers]
layer | up-vias | share of wire, % | track usage, %
met2 | 18 | 43 | 6.18
li1 | 256 | - | -
met1 | 231 | 43 | 4.59
met5 | - | 0 | 0
met4 | 0 | 0 | 0.704
met3 | 0 | 14 | 2.73
[cells by family after synthesis]
kind of cell | count (synthesis) | synth area share [%]
simple gates | 25 | 26.4
buf+inv | 7 | 5.18
compound gates | 17 | 18.8
flops | 3 | 14.8
xor+xnor | 4 | 6.59
latches | 10 | 28.2
[cells in the mapped netlist (all sizes together)]
library cell / instances / share of area, %
nand3: 2 / 1.9
nor3: 2 / 1.9
nand2: 5 / 3.5
buf: 1 / 0.94
nor2b: 2 / 2.4
inv: 3 / 2.1
xor2: 4 / 6.6
dlxtn: 10 / 28
dfstp: 3 / 15
a31oi: 1 / 1.2
o21a: 1 / 1.4
o22ai: 3 / 3.5
a211oi: 2 / 2.8
nand3b: 1 / 1.4
clkbuf: 3 / 2.1
a21o: 1 / 1.4
a21oi: 6 / 5.6
and2: 2 / 2.4
nor2: 6 / 4.2
o21ai: 3 / 2.8
nor4: 1 / 4.0
nand2b: 3 / 3.5
or3: 1 / 1.2
[power groups by stage]
stage | clock network, W | registers (W) | logic, W
CTS | 0.000142 | 0.000129 | 0.000109
global route | 0.000144 | 0.000132 | 0.000120
finish | 0.000135 | 0.000129 | 0.000107
[flip-flops by register name, summed over array words and instances, names as in the netlist]
register    flops
ALARM           1
OPEN            1
storedpass      4
y               3
Y               3
NEW             1
[metrics by stage]
step / cell area, um^2 / utilization [%] / total power [W] / hold WS (ns)
after floorplan: 532 / - / 0.000182 / 0.172
after global placement: 731 / 21.4 / 0.000234 / 0.778
after detailed placement: 731 / 21.4 / 0.000235 / 0.774
after CTS: 777 / 22.7 / 0.000380 / 0.520
after global routing: 773 / 22.6 / 0.000396 / 0.529
final: 773 / 22.6 / 0.000370 / 0.518
[area by class of cell]
| class | count | share of cell area [%] |
|---|---|---|
| repair buffers | 17 | 19.6 |
| clock buffers | 4 | 3.40 |
| well taps | 46 | 7.44 |
| flip-flops and latches | 13 | 29.6 |
| inverters | 3 | 1.46 |
| multi-input cells | 46 | 38.5 |
[timing repair]
action,in CTS,in global routing
pin swaps,3,2
resized,10,2
buffers inserted,1,0
setup endpoints to repair,1,1
[worst paths after layout]
path	from	endpoint	slack, ns	cells after the start
max in group asynchronous	Resetn	y[2]	1.06	1
min	Resetn	y[0]	0.52	1
min in group clk0	userpass[1]	z	1.10	4
max	userpass[0]	z	0.08	4
Power figures rest on the tool's default switching activity, not on a simulated workload.
